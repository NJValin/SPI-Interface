==> ./design.v <==
`default_nettype none
module data_buffer #(
		parameter WORD_SIZE = 8,
		parameter DEPTH     = 4
	) (
		input logic                  clk,
		input logic                  rstn,
		input logic                  write,
		input logic                  read,
		input logic [WORD_SIZE-1:0]  data_in,
		output logic [WORD_SIZE-1:0] data_out,
		output logic                 buffer_full,
		output logic                 overflow
	);
	logic [DEPTH-1:0][WORD_SIZE-1:0] buffer;
	logic                            buffer_empty;
	logic [$clog2(DEPTH)-1:0]        max_index;
	logic [$clog2(DEPTH)-1:0]        write_pointer;
	assign max_index    = DEPTH-1;
	assign buffer_full  = ~&(max_index ^ write_pointer);  
	assign buffer_empty = ~&write_pointer;  
	assign data_out     = buffer[0];
	always_ff @(posedge clk, negedge rstn) begin
		if (!rstn) begin
			for (int i=0; i<DEPTH; i=i+1) begin
				buffer[i] <= 'b0;
			end
			write_pointer <= 'b0;
			overflow <= 'b0;
		end	
		else begin
			if (read) begin
				for (int i=DEPTH-1; i>0; i=i-1) begin
					buffer[i-1] <= buffer[i];
				end 
				write_pointer <= (buffer_empty)?write_pointer:write_pointer-1;
			end
			else begin
			end
			if (write) begin
				buffer[write_pointer] <= data_in;
				write_pointer <= (buffer_full)?write_pointer:write_pointer+1;
				overflow <= (buffer_full)?1'b1:1'b0;
			end
			else begin
			end
		end
	end 
endmodule
==> ./run.sh <==
#!/bin/bash
# OpenROAD 26Q1-2900-gdf79404cd8, Yosys 0.63+post, stock flow scripts
make -C /OpenROAD-flow-scripts/flow DESIGN_CONFIG=/design/flow/config.mk WORK_HOME=/design/flow/orfs finish
==> ./config.mk <==
export PLATFORM = sky130hd
export DESIGN_NAME = data_buffer
export DESIGN_NICKNAME = data_buffer
export VERILOG_FILES = /design/flow/design.v
export SDC_FILE = /design/flow/constraint.sdc
export NUM_CORES = 4
export LEC_CHECK = 1
export CORE_UTILIZATION = 40
==> ./constraint.sdc <==
current_design data_buffer

set clk_period 1.7
set clk_io_pct 0.2

create_clock -name clk0 -period $clk_period [get_ports {clk}]

set non_clock_inputs [all_inputs -no_clocks]
set_input_delay [expr $clk_period * $clk_io_pct] -clock clk0 $non_clock_inputs
set_output_delay [expr $clk_period * $clk_io_pct] -clock clk0 [all_outputs]
==> impl_metrics.csv <==
group,metric,value,unit
synthesis,xor_share,0.989,%
clock_tree,ctsLongestPathBuffers,2,
synthesis,simple_gate_area_share,10.2,%
synthesis,ys.flop_type,"dfrtp_1",
sta,setup_viol,0,
worst_setup_path,critical_path_class,"reg2reg",
power,p_leak,0.00100,uW
global_route,grt_overflow,0,
worst_setup_path,cp_max_fo,5,
global_route,grt_pass1_vias,1209,
sta,finClkSkew,0.00531,ns
sta,slew_viol_final,0,
synthesis,compound_area_share,14.2,%
die,io_pins,22,
flow_run,cap_violations,0,
die,num_rows,23,
synthesis,syn_inst,146,
sta,hold_viol_final,0,
sta,final.setup.tns,0,ns
worst_setup_path,cp-start-kind,"flop",
synthesis,adder_share,3.53,%
die,die_w,68.6,um
die,die-area,4700,um2
power,ir_drop,0.839,mV
route,drc_errors,0,
route,drtAntennaViolNets,0,
flow_run,warnings,29,
min_path,hp-class,"in2async",
synthesis,muxShareOfSynthArea,14.2,%
sta,period_used_share,93.5,%
worst_setup_path,setup.worst_path.start,"write_pointer[0]",
synthesis,ys_top_logic_family,"multiplexers",
clock_tree,root_buffer,"clkbuf_8",
route,drtPass1Iterations,4,
layout,fin_cells,228,
placement,gp_congestion,0.858,
global_route,grt_pass1_wl,6110,um
route,viasPerCell,5.40,
global_route,grt_max_degree,36,
synthesis,ys_area,1770,um2
route,n_antenna_cell,0,
route,drtIter0Drc,85,
sta,clock.fmax,629,MHz
die,initial_core_util,43.1,%
placement,hpwl,2530,um
synthesis,synthDistinctLibCells,28,
layout,area_growth,22.6,%
worst_setup_path,arrival,1.81,ns
placement,dp_cells,217,
synthesis,async_reset_ff_share,100,%
clock_tree,cts_inserted_buffers,5,
route,wl,3700,um
synthesis,numSynthFlops,35,
power,power,3630,uW
global_route,antenna_found_initial,0,
sta,max_slew_margin,71.0,%
synthesis,syn_area_per_cell,12.1,um2
worst_setup_path,r2r-start,"write_pointer[0]",
clock_tree,htree_levels,2,
power,power_density,1670,nW/um2
global_route,track_usage,18.4,%
synthesis,synth_stat.cells,146,
sta,period_minus_slack,1.59,ns
route,vias,1231,
die,core_area,4120,um2
sta,hold_ws,0.461,ns
sta,tightest_slew,0.435,ns
die,die_h,68.6,um
worst_setup_path,cp_data_required_time,1.92,ns
sta,worst_slack,0.111,ns
placement,dp_slack,0.0676,ns
synthesis,syn_area,1770,um2
clock_tree,cts_tree,"built",
outcome,status,"finished, final reports clean",
clock_tree,cts.reportedPaths.clkPinSlew,0.07,ns
clock_tree,cts.sinks,35,
synthesis,edf_count,0,
placement,io_buffers,21,
synthesis,ys_warn_count,1,
clock_tree,clk_latency,0.29,ns
worst_setup_path,cp-end-kind,"flop",
route,wl_per_cell,16.2,um
sta,rsz0062_at_grt,"no",
layout,drive_above_1_share,20.8,%
synthesis,ys_seq_share,49.4,%
-- power breakdown --
part	switching, uW	leakage, uW	internal (uW)
sequential	191	0.000446	1190
clock	293	0.0000422	287
combinational	760	0.000514	904
-- synthesized netlist by cell type (all sizes together), types with 2 or more instances --
master | number | share of area [%]
ha | 5 | 3.5
a22o | 8 | 4.0
mux2i | 24 | 14
dfrtp | 35 | 49
o21ai | 3 | 0.85
buf | 15 | 6.5
inv | 3 | 0.64
o22ai | 13 | 4.6
o2bb2ai | 8 | 4.0
nand2 | 14 | 3.1
nand3 | 2 | 0.85
xnor2 | 2 | 0.99
and2 | 3 | 1.1
nor2 | 3 | 1.2
-- through the flow --
| step | cell area (um2) | utilization [%] |
|---|---|---|
| floorplan | 1770 | - |
| global placement | 2060 | 50.0 |
| detailed placement | 2060 | 50.0 |
| CTS | 2170 | 52.8 |
| global route | 2170 | 52.8 |
| finish | 2170 | 52.8 |
-- area by class of cell --
class	count	area, um2
fillers	352	1940
flip-flops and latches	35	876
multi-input cells	92	777
repair buffers	40	364
clock buffers	7	76.3
well taps	50	62.6
inverters	3	11.3
clock inverters	1	5.00
-- layer usage --
metal	global-route usage, %	vias up	part of all wire, %
met1	31.3	603	51
met2	26.1	32	43
met3	2.83	6	4.4
li1	-	590	-
met4	2.60	0	1.8
met5	0	-	0
-- sequential cells by signal, summed over array words and instances (netlist names) --
signal / flops
buffer: 32
write_pointer: 2
overflow: 1
-- layout by cell type (no fill, tap or decap), types with 2 or more instances in the layout --
cell,Yosys,routed
buf_4,11,18
nand2_1,13,13
inv_2,0,3
clkbuf_8,0,5
dfrtp_1,35,35
o2bb2ai_1,8,8
and2_1,3,3
a22o_1,8,8
clkbuf_1,0,2
xnor2_1,2,2
mux2i_1,24,24
clkdlybuf4s50_1,0,20
o21ai_1,3,3
ha_1,5,4
o22ai_1,13,13
-- cell families (layout without fill, tap and decap cells) --
| logic type | Yosys count | in the layout |
|---|---|---|
| compound gates | 34 | 34 |
| xor+xnor | 2 | 2 |
| fa+ha+maj | 5 | 5 |
| buf+inv | 19 | 51 |
| flops | 35 | 35 |
| mux | 25 | 25 |
| simple gates | 26 | 26 |
-- critical path, cell delays in order (launching register included) --
cell	delay, ns
dfrtp_1	0.36
inv_2	0.06
buf_4	0.15
ha_1	0.27
nand4bb_4	0.27
nor2_2	0.23
a22o_1	0.17
-- what timing repair did --
| item | CTS | global route |
|---|---|---|
| endpoints found under the setup margin | 1 | 0 |
| hold buffers | 0 | 0 |
| resized | 6 | 0 |
| buffers inserted | 3 | 0 |
-- final timing paths --
path | endpoint | slack, ns | depth (start not counted)
setup / recovery | buffer[24] | 0.11 | 6
hold / removal | buffer[10] | 0.46 | 2
setup reg to reg | buffer[24] | 0.11 | 6
hold reg to reg | buffer[27] | 0.50 | 1
max in group asynchronous | buffer[8] | 0.93 | 2
min in group clk0 | buffer[27] | 0.50 | 1
Power and IR drop assume default switching activity.
